===== flow/design.v =====
module pwm_led_fade (
    input clk,            
    output reg led1,
    output reg led2,
    output reg led3
);
    reg [7:0] brightness = 0;         
    reg direction = 1'b1;             
    reg [20:0] delay_counter = 0;     
    reg [7:0] pwm_counter = 0;        
    always @(posedge clk) begin
        pwm_counter <= pwm_counter + 1;
    end
    always @(posedge clk) begin
        delay_counter <= delay_counter + 1;
        if (delay_counter >= 21'd1_500_000) begin   
            delay_counter <= 0;
            if (direction)
                brightness <= brightness + 8'd5;
            else
                brightness <= brightness - 8'd5;
            if (brightness >= 8'd250) direction <= 1'b0;
            else if (brightness <= 8'd5) direction <= 1'b1;
        end
    end
    always @(posedge clk) begin
        if (pwm_counter < brightness) begin
            led1 <= 1;
            led2 <= 1;
            led3 <= 1;
        end else begin
            led1 <= 0;
            led2 <= 0;
            led3 <= 0;
        end
    end
endmodule

===== flow/run.sh =====
#!/bin/bash
# OpenROAD 26Q1-2900-gdf79404cd8, Yosys 0.63+post, stock flow scripts
make -C /OpenROAD-flow-scripts/flow DESIGN_CONFIG=/design/flow/config.mk WORK_HOME=/design/flow/orfs finish

===== flow/config.mk =====
export PLATFORM = sky130hd
export DESIGN_NAME = pwm_led_fade
export DESIGN_NICKNAME = pwm_led_fade
export VERILOG_FILES = /design/flow/design.v
export SDC_FILE = /design/flow/constraint.sdc
export NUM_CORES = 4
export LEC_CHECK = 1
export CORE_AREA = 10 10 110 110
export DIE_AREA = 0 0 120 120

===== flow/constraint.sdc =====
current_design pwm_led_fade

set clk_period 5.0
set clk_io_pct 0.2

create_clock -name clk0 -period $clk_period [get_ports {clk}]

set non_clock_inputs [all_inputs -no_clocks]
set_input_delay [expr $clk_period * $clk_io_pct] -clock clk0 $non_clock_inputs
set_output_delay [expr $clk_period * $clk_io_pct] -clock clk0 [all_outputs]

==> run_results.csv <==
group,metric,value,unit
floorplan,rows,36,
yosys,ys_types,43,
final_timing,rsz0062_at_grt,"false",
yosys,synthTopCellsByCount,"dfxtp_1 (30), nor2_1 (23), xnor2_1 (19), inv_1 (16), ha_1 (14)",
yosys,synth_top_area_share,0.298,
setup_path,path_cells,"clkdlybuf4s50_1",
power_and_ir_drop,power.total,0.563,mW
clock_tree,cts_hold_buf,0,
yosys,yosys_warnings,1,
setup_path,slowest_delay,470,ps
yosys,yosysTopAreaCell,"dfxtp_1",
setup_path,critPathKind,"reg -> out",
worst_hold_path,min_from,"pwm_counter[0]",
final_timing,finalClockPeriodUsage,0.422,
floorplan,die_y,120,µm
layout,layout-drive-gt1-share,0.0841,
clock_tree,h-tree-depth,2,
yosys,area_leaders,"dfxtp_1 (30%), edfxtp_1 (13%), ha_1 (8.7%)",
run_status,status,"finished clean",
layout,syn_to_final_growth,13.7,%
grt,grt_usage,0.0461,
setup_path,required,4000,ps
drt,drt_wl_total,3.28,mm
yosys,ys.flops,39,
final_timing,fmax,474,MHz
yosys,synthCells,209,
final_timing,fin_crit,2110,ps
drt,avgViaCountPerCell,3.99,
yosys,ys_async_sr_fraction,0,
grt,grt_pass1_wl,5.87,mm
clock_tree,worstSkewPairLatency,290,ps
setup_path,crit_start,"led3",
yosys,synth_seq_share,0.431,
setup_path,end_kind,"output pin",
setup_path,crit_fanout,3,
setup_path,cp_top_family,"buffers and inverters",
placed_design,portBuffers,3,
final_timing,hold_viol,0,
power_and_ir_drop,power_density,245,nW/µm²
job,maxCapViolCount,0,
floorplan,die_area,14400,µm²
yosys,ys_cells,209,
clock_tree,cts_setup_buffers,0,
yosys,syn_avg_cell_area,9.66,µm²
setup_path,cp-start-kind,"flip-flop",
yosys,netlist_area,2020,µm²
power_and_ir_drop,power_leakage,0.865,nW
yosys,most_common_cell,"dfxtp_1",
drt,drt_pass1_iterations,4,
floorplan,pin_count,4,
clock_tree,clockRootBuffer,"clkbuf_8",
job,tool_warnings,30,
setup_path,crit_slowest_cell,"clkdlybuf4s50_1",
grt,grt_overflow,0,
placed_design,hpwl,2.21,mm
worst_hold_path,hp-class,"reg -> reg",
power_and_ir_drop,peakVddDrop,0.117,mV
floorplan,fp_util,0.206,
clock_tree,numCtsBuffers,5,
setup_path,r2r_start,"brightness[1]",
drt,wl_per_cell,9.45,µm
final_timing,tightestPinTransition,525,ps
clock_tree,cts.sinks,39,
floorplan,die_w,120,µm
final_timing,slew_violations,0,
setup_path,critical_path_buf_inv_count,1,
final_timing,setup_violations,0,
final_timing,finalSetupTns,0,ps
clock_tree,clk_pin_slew_worst_paths,80,ps
drt,n_antenna_cell,0,
drt,drcViolationCount,0,
final_timing,timing.slew.headroom,0.650,
placed_design,place.gp.congestion,0.814,
yosys,edf_count,9,
final_timing,skew,11.2,ps
floorplan,coreArea,9770,µm²
clock_tree,ctsResizeCount,0,
clock_tree,clockBufferDepth,2,
grt,grt_pass1_vias,1310,
grt,grt_max_degree,21,
clock_tree,tritoncts,"yes",
drt,vias,1383,
setup_path,arrival,1110,ps
drt,drtIter0Drc,32,
drt,ant_nets,0,
yosys,ys_chip_area,2020,µm²
grt,antenna_found_initial,0,
yosys,ys.flop_type,"dfxtp_1",
## cells in the final DEF, fill, tap and decap left out, types with 2 or more instances in the layout
| master | n |
|---|---|
| o21ai_0 | 4 |
| xnor2_1 | 19 |
| edfxtp_1 | 9 |
| nand4_1 | 9 |
| inv_1 | 16 |
| nor4_1 | 2 |
| nor3_1 | 7 |
| and3_1 | 5 |
| o31ai_1 | 3 |
| nand2_1 | 6 |
| ha_1 | 14 |
| o211ai_1 | 2 |
| clkdlybuf4s50_1 | 3 |
| clkbuf_8 | 5 |
| a21oi_1 | 6 |
| xor2_1 | 8 |
| and4_4 | 2 |
| nand3_1 | 10 |
| or3_1 | 2 |
| dfxtp_1 | 30 |
| a21o_1 | 3 |
| o21a_1 | 2 |
| nor2_1 | 23 |
## routing by layer
metal  GRT usage  wire length (µm)
met1      0.0694              1790
met2      0.0653              1340
met3      0.0148               135
met4     0.00452                16
met5           0                 0
## power by group
group	leakage [nW]	switching, mW	internal, mW	total [mW]
logic	0.469	0	0	0.000000469
registers	0.346	0	0.320	0.320
clock network	0.0496	0.114	0.129	0.243
total	0.865	0.114	0.449	0.563
## metrics by stage
| stage | utilization | setup slack, ps | hold slack, ps | cell area, µm² | cells |
|---|---|---|---|---|---|
| finish | 0.235 | 2890 | 431 | 2290 | 347 |
| global route | 0.235 | 2810 | 459 | 2290 | 347 |
| CTS | 0.235 | 2870 | 434 | 2290 | 347 |
| detailed placement | 0.224 | 3200 | 415 | 2190 | 339 |
| global placement | 0.224 | 3200 | 405 | 2190 | 339 |
| floorplan | - | 3390 | 386 | 2020 | 209 |
## kinds of logic after synthesis
family          Yosys count  share of synthesized area
compound gates           29                     0.0955
xor+xnor                 27                      0.117
fa+ha+maj                14                     0.0868
buf+inv                  23                     0.0477
flops                    39                      0.431
mux                       1                    0.00496
simple gates             76                      0.216
## layout make-up
cell class / instances / area, µm²
Fill cell: 1044 / 7480
Multi-Input combinational cell: 147 / 1050
Sequential cell: 39 / 871
Tap cell: 133 / 166
Clock buffer: 7 / 97.6
Inverter: 16 / 60.1
Timing Repair Buffer: 4 / 37.5
Clock inverter: 1 / 7.51
## flip-flops by register name (all words and copies together) (netlist names)
name	count
delay_counter	21
brightness	8
pwm_counter	8
direction	1
led3	1
## final timing paths
| path | endpoint | slack [ps] | depth (start not counted) |
|---|---|---|---|
| setup / recovery | led2 | 2890 | 1 |
| hold / removal | pwm_counter[0] | 430 | 1 |
| setup reg to reg | brightness[6] | 3200 | 6 |
| hold reg to reg | pwm_counter[0] | 430 | 1 |
Power is estimated from default activity; no workload was simulated.
