$ cat flow/constraint.sdc
current_design button_led_toggle

set clk_period 1.4
set clk_io_pct 0.2

create_clock -name clk0 -period $clk_period [get_ports {clk}]

set non_clock_inputs [all_inputs -no_clocks]
set_input_delay [expr $clk_period * $clk_io_pct] -clock clk0 $non_clock_inputs
set_output_delay [expr $clk_period * $clk_io_pct] -clock clk0 [all_outputs]
$ cat flow/config.mk
export PLATFORM = sky130hd
export DESIGN_NAME = button_led_toggle
export DESIGN_NICKNAME = button_led_toggle
export VERILOG_FILES = /design/flow/design.v
export SDC_FILE = /design/flow/constraint.sdc
export NUM_CORES = 4
export LEC_CHECK = 1
export CORE_AREA = 10 10 70 70
export DIE_AREA = 0 0 80 80
$ cat flow/design.v
module button_led_toggle (
    input clk,              
    input button1,          
    input button2,
    input button3,
    output reg led1,        
    output reg led2,
    output reg led3
);
reg button1_prev = 1;   
reg button2_prev = 1;
reg button3_prev = 1;
always @(posedge clk) begin
    if (button1_prev == 1 && button1 == 0)
        led1 <= ~led1;
    if (button2_prev == 1 && button2 == 0)
        led2 <= ~led2;
    if (button3_prev == 1 && button3 == 0)
        led3 <= ~led3;
    button1_prev <= button1;
    button2_prev <= button2;
    button3_prev <= button3;
end
endmodule
$ cat flow/run.sh
#!/bin/bash
# OpenROAD 26Q1-2900-gdf79404cd8, Yosys 0.63+post, stock flow scripts
make -C /OpenROAD-flow-scripts/flow DESIGN_CONFIG=/design/flow/config.mk WORK_HOME=/design/flow/orfs finish
==> Changelog: implementation <==
## Flow update

* Number of buffers added for setup after CTS at 0
* Maximum buffer depth of the clock tree at 2
* Number of vias per cell after detailed routing at 1.74
* Area figure in the yosys stat output at 203 um2
* I/O pin total at 7
* Fin Clk Skew at 3.87 ps
* Share of synthesized area occupied by flip-flops and latches at 74.1%
* CP bufs+invs at 1
* Area taken by flip-flops and latches at 150 um2
* Final weighted congestion in routability-driven placement at 0.596
* Port Buffers at 6
* Instance count of the mapped netlist at 12
* Top-area cell type share of the netlist area at 44.4%
* FILL cells at 394
* Via count of the routed design at 118
* Depth of the CTS H-tree at 1
* Global Route Usage Sum at 1.12%
* Synthesized registers at 6
* Fraction of the core area occupied by cells at floorplan at 5.93%
* Global route total overflow at 0
* Data arrival time of the worst path at 1050 ps
* Cell types with the largest area share after synthesis: edfxtp_1, dfxtp_1, nor2b_4
* Achievable Freq at 750 MHz
* Post-Route Setup TNS at 0 ps
* Warning count from the yosys run at 1
* DRC marker count from the first detailed-route iteration at 0
* Unrepaired setup endpoints after global routing: no
* Area Overhead vs Synth at 71.0%
* Leakage power summed over all cells at 0.130 nW
* Critical path fanouts, max at 2
* Tool Warnings at 25
* Critical path data required time at 1120 ps
* Avg Cell Area, Syn at 16.9 um2
* Highest cell delay on the worst timing path at 470 ps
* Clock tree from TritonCTS: built
* Type of the worst min-delay path: reg2reg
* Status: finished clean
* Critical setup path kind: reg2out
* Pwr/cell area at 1140 nW/um2
* Number of rows in the core area at 21
* Worst vdd rail ir drop at 0.107 mV
* 1st-pass router iterations at 1
* Standard cell core area at 3420 um2
* Number of max-cap violations at 0
* Dominant cell type by area after synthesis: edfxtp_1
* First-pass GRT wire length at 579 um
* Relative slew slack at 91.0%
* Number of hold buffers added after cts at 0
* Antenna violations before repair at 0
* Kind of end point of the critical path: primary output
* Clock Sink Count at 6
* Critical-path cell with the highest stage delay: clkdlybuf4s50_1
* Netlist area before placement at 203 um2
* Die y size at 80 um
* Width of the die at 80 um
* Number of inserted diodes at 0
* Kind of cell adding the most delay to the critical path: buffers and inverters
* Multi-input gate area at 41.3 um2
* Inserted Clock Buffers at 3
* Proportion of layout cells with a drive suffix above 1 at 27.3%
* Resized cells post-CTS at 0
* Root Driver: clkbuf_4
* Worst R2R Setup Slack at 690 ps
* CTS clk-pin slew, worst paths at 50 ps
* Cell count in the Yosys report at 12
* Routed Antenna Nets at 0
* Number of remaining DRC errors at 0
* Final clock period utilization by the worst path at 95.3%
* Final hold violation count at 0
* Actual transition at the worst max-transition pin at 135 ps
* Chip Footprint at 6400 um2
* Number of setup violations in the final report at 0
* Vias in the first global route at 140
* Final tally of max-slew violations at 0
* Worst hold slack at 538 ps
* Largest net degree at the start of global routing at 5
* Clk ins delay skew pair at 240 ps
* Min Tclk post-route at 1330 ps
* Final wirelength at 341 um
* Wirelength per Cell at 5.01 um
* Setup crit start kind: flop
* Critical path cell sequence: clkdlybuf4s50_1
* Leading cell type in the layout, fill and taps excluded: clkdlybuf4s50_1
* Number of distinct library cells after synthesis at 4
cells by family after synthesis:
kind of cell | after synthesis | share of synthesized area, %
simple gates | 3 | 20.4
flops | 6 | 74.1
buf+inv | 3 | 5.56
final cells by class:
class / count / share of cell area, %
multi-input combinational: 3 / 11.9
tap: 46 / 16.6
inverter: 3 / 3.25
sequential: 6 / 43.3
clock buffer: 4 / 7.58
timing repair buffer: 6 / 17.3
path summary, 6_finish.rpt:
| check | startpoint | to | cells past startpoint |
|---|---|---|---|
| worst max-delay path | led1$_DFFE_PP_ | led1 | 1 |
| worst min register to register | button1_prev$_DFF_P_ | led1$_DFFE_PP_ | 1 |
| worst max register to register | button2_prev$_DFF_P_ | led2$_DFFE_PP_ | 1 |
| worst min-delay path | button1_prev$_DFF_P_ | led1$_DFFE_PP_ | 1 |
per-stage QoR:
step                      power (W)  area, um2  cells  setup WS (ps)  utilization (%)
after floorplan            0.000207        203     12            709                -
after global placement     0.000224        320     64            258             9.38
after detailed placement   0.000225        320     64            243             9.38
after CTS                  0.000407        347     68           35.4             10.1
after global routing       0.000414        347     68           7.55             10.1
final                      0.000394        347     68           66.2             10.1
synth_stat cells:
library cell,count
dfxtp_1,3
edfxtp_1,3
inv_1,3
nor2b_4,3
per-layer routing:
metal  GRT usage, %  routed length, um
met3          0.455                 32
met5              0                  0
met2           1.61                171
met1           1.02                 97
met4           1.58                 40
report_power, final:
group | leakage (nW) | switching (W) | internal, W
Combinational | 0.0612 | 0.00000663 | 0.0000192
Clock | 0.0150 | 0.0000648 | 0.000108
Sequential | 0.0535 | 0.00000245 | 0.000193
state kept, by name (all words and copies together), names as in the netlist:
name          flops
button2_prev      1
led3              1
button3_prev      1
led2              1
led1              1
button1_prev      1
Power is estimated from default activity; no workload was simulated.
