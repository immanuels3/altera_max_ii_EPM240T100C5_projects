==> design.v <==
module led_blink (
    input clk,           
    output reg led1,     
    output reg led2,     
    output reg led3      
);
reg [24:0] counter;
wire enable = (counter == 25'd24_999_999);   
reg [1:0] state;
always @(posedge clk) begin
    counter <= (enable) ? 0 : counter + 1;
    if(enable) begin
        state <= (state == 2'b10) ? 2'b00 : state + 1;
    end
end
always @(*) begin
    case(state)
        2'b00: {led1, led2, led3} = 3'b100;   
        2'b01: {led1, led2, led3} = 3'b010;   
        2'b10: {led1, led2, led3} = 3'b001;   
        default: {led1, led2, led3} = 3'b000;  
    endcase
end
endmodule
==> run.sh <==
#!/bin/bash
# OpenROAD 26Q1-2900-gdf79404cd8, Yosys 0.63+post, stock flow scripts
make -C /OpenROAD-flow-scripts/flow DESIGN_CONFIG=/design/flow/config.mk WORK_HOME=/design/flow/orfs finish
==> config.mk <==
export PLATFORM = sky130hd
export DESIGN_NAME = led_blink
export DESIGN_NICKNAME = led_blink
export VERILOG_FILES = /design/flow/design.v
export SDC_FILE = /design/flow/constraint.sdc
export NUM_CORES = 4
export LEC_CHECK = 1
export CORE_AREA = 10 10 89 89
export DIE_AREA = 0 0 99 99
==> constraint.sdc <==
current_design led_blink

set clk_period 3.2
set clk_io_pct 0.2

create_clock -name clk0 -period $clk_period [get_ports {clk}]

set non_clock_inputs [all_inputs -no_clocks]
set_input_delay [expr $clk_period * $clk_io_pct] -clock clk0 $non_clock_inputs
set_output_delay [expr $clk_period * $clk_io_pct] -clock clk0 [all_outputs]
==> metrics.cfg <==
[die]
fp-utilization_pct = 20.3
coreArea_um2 = 5990
ioPinCount = 4
die_area_um2 = 9800
chipHeight_um = 99
die_x_um = 99
rows = 28

[clocking]
clk_latency_ns = 0.27
clk_path_buf_depth = 2
cts_root_buf = clkbuf_8
cts_setup_buffers = 0
cts.htree.levels = 1
clock-sinks = 27
cts-resized-gates = 0
cts_buffers = 3
cts.reportedPaths.clkPinSlew_ns = 0.09
ctsHoldBuffers = 0
cts_tree = built

[critical_path]
cp-start-kind = flop
arrival_ns = 2.39
required_ns = 3.40
end_kind = flop
path_class = reg -> reg
path_max_fanout = 10

[synth]
postSynthCellCount = 127
top_cells_by_count = 25 x dfxtp_1, 12 x nor2_1, 10 x xnor2_1
synthesis.area_um2 = 1220
ys_ff = 27
yosysChipArea_um2 = 1220
avgSynthCellArea_um2 = 9.58
postSynthSeqShare_pct = 46.1
ys_warn_count = 1
top_cells_by_area = dfxtp_1 41%, xnor2_1 7.2%, ha_1 5.1%
synth-edff-count = 2
ys_cells = 127
ys_async_sr_fraction_pct = 0
synth_top_cell_by_area = dfxtp_1
top_area_share_pct = 41.2
ys.flop_type = dfxtp_1
ys_types = 30
yosysMostFrequentCell = dfxtp_1

[timing]
fin_crit_sh_pct = 68.5
period_minus_slack_ns = 2.19
drv_slew = 0
fmax_ghz = 0.456
slew_headroom_pct = 57.4
hold_viol = 0
rsz0062_at_grt = false
finalWorstSetupSlack_ns = 1.01
fin_skew_ns = 0.00797
tns_ns = 0
worst_pin_slew_ns = 0.633
finalSetupViolations = 0

[place]
placed_cell_area_um2 = 1340
post-place-ws_ns = 1.02
dp_hpwl_um = 1400
gp_congestion = 0.779
portBuffers = 3

[status]
status = finished clean

[pwr]
p_total_w = 0.000530
cellLeakagePower_nw = 0.511
p_per_area_nw_per_um2 = 383
max-vdd-ir-drop_mv = 0.197

[global_routing]
grt_pass1_vias = 796
grt_pass1_wl_um = 3660
antenna_found_initial = 0
grt_use_total_pct = 4.21
grt_max_degree = 16
grt_overflow = 0

[final_layout]
fin_area_um2 = 1380
finish.utilization_pct = 23.1
fillers = 638
areaGrowthSynthToFinish_pct = 13.7
drive_gt1_share_pct = 6.77

[detailed_routing]
vias_per_cell = 4.12
antenna_left = 0
num_antenna_cells = 0
num_vias = 856
routed_wl_um = 1960
drtIter0Drc = 54
wl_per_cell_um = 9.40
dr.pass1.iters = 4
drc_errors = 0

[worst_hold_path]
hold_path.class = reg -> reg

[flow_run]
maxCapViolCount = 0
tool_warnings = 28

cells in the final DEF (no fill, tap or decap):
master and n:
dfxtp_1 25, nor2_1 12, xnor2_1 10, inv_1 7, a21oi_1 7, nand2_1 6, o21ai_0 6, nand3_1 5
xor2_1 5, nand4_1 5, or4_1 5, ha_1 5, nor4_1 4, or3_1 4, clkbuf_8 3, clkdlybuf4s50_1 3
nor2b_1 2, o31ai_1 2, nor3_1 2, edfxtp_1 2, nand3_4 1, or3_2 1, nor4b_1 1, nand2b_1 1
nor4_4 1, nand3_2 1, or2_2 1, and4_1 1, o41ai_1 1, or4b_1 1, and3_1 1, clkbuf_1 1
buf_4 1
cell families after synthesis:
group,Yosys count,share of synthesized area (%)
simple gates,55,27.7
xor+xnor,15,10.8
fa+ha+maj,5,5.14
buf+inv,9,2.98
flops,27,46.1
compound gates,16,7.30
cell type report:
class                           instances  area [um2]  share of cell area, %
Timing Repair Buffer                    4        37.5                   2.71
Sequential cell                        27         561                   40.5
Tap cell                               75        93.8                   6.79
Multi-Input combinational cell         91         619                   44.8
Inverter                                7        26.3                   1.90
Clock buffer                            4        45.0                   3.26
path summary, 6_finish.rpt:
path,slack [ns],depth (start not counted),endpoint,start
min,0.47,1,counter[23],counter[23]
min reg2reg,0.47,1,counter[23],counter[23]
max reg2reg,1.01,5,counter[24],counter[0]
max,1.01,5,counter[24],counter[0]
registers in the layout, indices dropped and copies added (netlist names):
signal	flops
counter	25
state	2
through the flow:
step | hold slack, ns | std cells
floorplan | 0.430 | 127
global placement | 0.449 | 204
detailed placement | 0.453 | 204
CTS | 0.470 | 208
global route | 0.498 | 208
finish | 0.467 | 208
where the power goes:
part | internal [W] | leakage [nW] | switching, W | total [W]
combinational | 0 | 0.264 | 0 | 0.000000000264
sequential | 0.000339 | 0.225 | 0 | 0.000339
clock | 0.0000891 | 0.0228 | 0.000102 | 0.000191
total | 0.000428 | 0.511 | 0.000102 | 0.000530
critical path, cell delays in order (launching register included):
cell and delay (ns):
dfxtp_1 0.38, ha_1 0.24, nand3_4 0.12, or4_1 0.69, or4b_1 0.54, a21oi_1 0.15
per-layer routing:
layer	part of all wire, %	GRT usage, %	up-vias
met4	0.72	0.331	0
met3	5.0	1.55	2
met1	54	6.03	384
met2	40	6.16	7
li1	-	-	463
met5	0	0	-
Power figures rest on the tool's default switching activity, not on a simulated workload.
